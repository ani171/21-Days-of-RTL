File: flow/run.sh
#!/bin/bash
# OpenROAD 26Q1-2900-gdf79404cd8, Yosys 0.63+post, stock flow scripts
make -C /OpenROAD-flow-scripts/flow DESIGN_CONFIG=/design/flow/config.mk WORK_HOME=/design/flow/orfs finish
File: flow/config.mk
export PLATFORM = sky130hd
export DESIGN_NAME = barrel_shifter
export DESIGN_NICKNAME = barrel_shifter
export VERILOG_FILES = /design/flow/design.v
export SDC_FILE = /design/flow/constraint.sdc
export NUM_CORES = 4
export LEC_CHECK = 1
export CORE_UTILIZATION = 50
File: flow/constraint.sdc
current_design barrel_shifter

set clk_period 2.6
set clk_io_pct 0.2

create_clock -name clk0 -period $clk_period [get_ports {clk}]

set non_clock_inputs [all_inputs -no_clocks]
set_input_delay [expr $clk_period * $clk_io_pct] -clock clk0 $non_clock_inputs
set_output_delay [expr $clk_period * $clk_io_pct] -clock clk0 [all_outputs]
File: flow/design.v
module barrel_shifter #( parameter
  DATA_W = 32,
  DIST_W = $clog2(DATA_W)
)(
  input clk,                        
  input nrst,                        
  input ena,                         
  input l_nr,                        
  input [DIST_W-1:0] dst,            
  input [DATA_W-1:0] id,             
  output logic [DATA_W-1:0] od = '0  
);
  always_ff @(posedge clk) begin
    if( ~nrst ) begin
      od[DATA_W-1:0] <= '0;
    end else begin
      if( ena ) begin
        if( l_nr ) begin
          od[DATA_W-1:0] <= ({2{id[DATA_W-1:0]}} << dst[DIST_W-1:0]) >> DATA_W;
        end else begin
          od[DATA_W-1:0] <= {2{id[DATA_W-1:0]}} >> dst[DIST_W-1:0];
        end
      end 
    end 
  end
endmodule
==> changes_impl.md <==
### Metrics

* Status: completed
* Slew Viols, Final at 0
* Pre-CTS setup slack at -190 ps
* Yosys stat chip area at ~0.0053 sq mm
* Hold_buf cts at 0
* Leak pwr at around 2.8 nW
* Largest net degree at the start of global routing at 34
* N_diodes at 0
* CTS sink cnt at 32
* # setup viols final at 0
* Post-DP HPWL at 16.0 mm
* CP max FO at 2
* Synth Cell Area at 0.00533 sq mm
* Die Width at approximately 110 um
* Detail Route Antenna Nets at 0
* Adder Area Share at 0%
* Most flop-heavy register: od
* Grt ovf at 0
* Postcts setup bufs at 0
* Synth flops at 32
* Syn avg cell area at between 9 and 10 sq um
* HP Class: register to register
* CP required at 2790 ps
* Final Cycle Share at a little over nine tenths
* Worst setup EP type: register
* Fin cells at slightly above 800
* Post-route worst setup slack at 56.2 ps
* Crit path time final at ~2500 ps
* Slew @ Worst Pin at approximately 660 ps
* H-tree lvl count at 2
* Clock Path Buffers at 2
* YS warnings at 1
* Placed cells at 816
* Peak VDD IR at roughly 0.32 mV
* Number of I/O port buffers at around 72
* Ports at 73
* Xor/xnor share at 0%
* Die Span Y at approximately 110 um
* Simple-Gate Area Share at 10.1%
* # Cells Yosys at 543
* TritonCTS clock tree: done
* Number of max-cap violations at 0
* CTS Root Cell: clkbuf_8
* Setup CP Type: input pin to register
* DRC Markers at 0
* Clock Skews at 0 ps
* Core region area at approximately 0.010 sq mm
* Mux area share at 48.4%
* Syn Inst Count at roughly 540
* Total GRT Usage at between 30 and 40%
* Fin. Hold Viols at 0
* Total iterations of the first detailed-routing run at 7
* Vias/cell at about 7
* Startpoint Class: input pin
* Share of layout cells above drive strength 1 at around a third
* Fraction of registers with async set/reset at 0%
* Comb area at ~0.0043 sq mm
* Max Fclk at slightly below 0.4 GHz
* Chip area at roughly 0.011 sq mm
* Synth-to-layout area growth at 32.0%
* Max FFs per register at 32
* Post-Synth AOI/OAI Area at 22.6%
* Gpl congestion at 1.03
* First-pass GRT wire length at ~31 mm
* Biggest regs: od: 32 flops
* Final Instance Area at roughly 0.0070 sq mm
* RSZ-0062 raised after global routing: false
* Tool Warnings at 26
* Sequential share of the synthesized area at 12.0%
* EDFF count, synth at 0
* TritonCTS Buffers at 5
* Clk latency late pin at around 290 ps
* Most frequent logic cell in the layout: buf_4
* Synth unique cells at 57
* Critical path arrival at about 2700 ps
* Initial antenna violation count at 0
* Std cell rows at 37
* Slew headroom at a little under three fifths
* Vias at 5733
* Most frequent cells in the layout: 119 x buf_4, 76 x mux2i_1, 68 x clkdlybuf4s50_1
* DRC violation total after the first TritonRoute iteration at between 500 and 600
* Wire per inst at about 24 um
* PwrDens at roughly 350 mW/mm^2
* Placed Area at roughly 0.007 sq mm
* Total routed wirelength at ~20 mm
* Worst-path clk slew at ~60 ps
* Post-cts resize count at 0
* Fillers at between 800 and 900
* Most common reg cell: dfxtp_1
* Reg area at approximately 640 sq um
* Pre-Place Util at ~52%
* Number of global-route vias before repair at between 5000 and 6000
* Top logic family: multiplexers
[worst paths after layout]
| path | from | to | slack [ps] | cells after the start |
|---|---|---|---|---|
| setup reg to reg | od[21] | od[21] | 1480 | 3 |
| setup / recovery | id[21] | od[11] | 60 | 7 |
| hold reg to reg | od[3] | od[3] | 550 | 2 |
| hold / removal | od[3] | od[3] | 550 | 2 |
[area by class of cell]
type | instances | share of cell area [%]
tap | 136 | 2.42
clock inverter | 2 | 0.498
multi-input combinational | 446 | 61.4
timing repair buffer | 200 | 25.4
inverter | 2 | 0.107
clock buffer | 6 | 1.03
sequential | 32 | 9.11
[layer usage]
layer / global-route usage [%] / wire length [um] / up-vias
li1: - / - / 2542
met1: 53.1 / 7710 / 2730
met2: 58.0 / 8980 / 404
met3: 13.2 / 2490 / 57
met4: 14.0 / 960 / 0
met5: 0 / 0 / -
[synthesized netlist by cell type (7+ instances only)]
cell / n / area share (%)
a211oi_1: 18 / 2.5
a21oi_1: 16 / 1.5
a221oi_1: 13 / 2.1
a22o_1: 7 / 1.2
a22oi_1: 16 / 2.3
and3_1: 7 / 0.82
buf_2: 11 / 1.0
buf_6: 8 / 1.7
clkbuf_1: 33 / 2.3
dfxtp_1: 32 / 12
mux2_2: 40 / 8.5
mux2i_1: 76 / 14
mux4_2: 56 / 24
nand2_1: 28 / 2.0
nand2b_1: 7 / 0.82
nor2_1: 20 / 1.4
o21ai_0: 38 / 3.6
o221ai_1: 8 / 1.3
o22ai_1: 9 / 1.1
o2bb2ai_1: 7 / 1.2
[logic make-up (layout without fill, tap and decap cells)]
group | after synthesis | in the layout
AND-OR/OR-AND | 168 | 168
buffers and inverters | 65 | 210
flip-flops | 32 | 32
multiplexers | 176 | 176
AND/OR/NAND/NOR | 102 | 102
[through the flow]
step | utilization (%) | hold slack (ps) | setup TNS, ps | power, W
after floorplan | - | 497 | 0 | 0.00132
after global placement | 67.1 | 552 | -1590 | 0.00194
after detailed placement | 67.1 | 538 | -1730 | 0.00195
after CTS | 68.1 | 553 | 0 | 0.00243
after global routing | 68.1 | 571 | 0 | 0.00258
final | 68.1 | 553 | 0 | 0.00246
[report_power, final]
part / switching, W / total [W] / internal (W)
clock: 0.000194 / 0.000478 / 0.000284
combinational: 0.000693 / 0.00142 / 0.000723
sequential: 0.0000255 / 0.000567 / 0.000541
[critical path, cell delays in order]
cell and delay, ps:
clkdlybuf4s50_1 530, mux4_2 530, mux2_2 330, a222oi_1 400
buf_4 190, a22oi_1 80, and3_1 150
No activity file was given, so power comes from the tool's default toggle rates.
